## flow/config.mk

```make
export PLATFORM = sky130hd
export DESIGN_NAME = IntersectionSimulator
export DESIGN_NICKNAME = IntersectionSimulator
export VERILOG_FILES = /design/flow/design.v
export SDC_FILE = /design/flow/constraint.sdc
export NUM_CORES = 4
export LEC_CHECK = 1
export CORE_UTILIZATION = 40
export SYNTH_HDL_FRONTEND = slang
```

## flow/constraint.sdc

```tcl
current_design IntersectionSimulator

set clk_period 2.5
set clk_io_pct 0.2

create_clock -name clk0 -period $clk_period [get_ports {action}]
create_clock -name clk1 -period $clk_period [get_ports {clk}]

set non_clock_inputs [all_inputs -no_clocks]
set_input_delay [expr $clk_period * $clk_io_pct] -clock clk0 $non_clock_inputs
set_output_delay [expr $clk_period * $clk_io_pct] -clock clk0 [all_outputs]
```

## flow/design.v

```verilog
`timescale 1ns / 1ps
module IntersectionSimulator(
	input [2:0] mode,  
  input [4:0] plateIn,
	input action,
	input clk,
	output reg  greenForA,
	output reg  greenForB,
	output reg 	rushHourWarning,
	output reg [3:0]  hour,
	output reg [5:0]  minute,	
	output reg [5:0]  second,
	output reg	am_pm,  
	output reg [4:0]  numOfCarsA,
	output reg [4:0]  numOfCarsB,
	output reg [6:0]  remainingTime,
	output reg [4:0]  blackListDisplay
	);
  reg [4:0]  road_A [3:0]; 
  reg [4:0]  road_B [3:0]; 
  reg [4:0]  blackList [3:0]; 
  integer road_A_beginning;
  integer road_B_beginning;
  integer black_list_end;
  integer numOfBlackList; 
  integer i=0;
  integer j=0;
  integer swic=0;
  integer prevA=1;
  integer nextDurA=40;
  integer nextDurB=50;  
	initial begin
		greenForA=1;
		greenForB=0;
		rushHourWarning=0;
		hour=6;
		minute=0;
		second=0;
		am_pm=0;
		numOfCarsA=0;
		numOfCarsB=0;
		remainingTime=50;
		blackListDisplay=0;
        for(i=0;i<30;i=i+1) 
			begin
              road_A[i]=5'd0;
              road_B[i]=5'd0;
              blackList[i]=5'd0;
			end
        road_A_beginning = 0;
        road_B_beginning = 0;
	    black_list_end = 0;
        numOfBlackList = 0;
	end
	always@(posedge action)
	begin
      if(mode == 3'b000)
        begin
          if (numOfCarsA > 0)
            begin
              if(greenForA==0)
        	    begin
                  blackList[black_list_end]=road_A[road_A_beginning];
             	 black_list_end=black_list_end + 1;
            	end
                numOfCarsA = numOfCarsA - 1;
              if (road_A_beginning==29)
                road_A_beginning = 0;
              else
                road_A_beginning=road_A_beginning+1;
            end    
        end
      if(mode == 3'b001)
        begin
          if (numOfCarsB > 0)
            begin
              if(greenForB==0)
              begin
              blackList[black_list_end]=road_B[road_B_beginning];
                black_list_end=black_list_end + 1;
              end
                numOfCarsB = numOfCarsB - 1;
              if (road_B_beginning==29)
                road_B_beginning = 0;
              else
                road_B_beginning=road_B_beginning+1;
            end
        end
      if(mode == 3'b010)
        begin
          if(road_A_beginning + numOfCarsA < 30 )
            road_A[road_A_beginning + numOfCarsA]=plateIn;
          else
            begin
            road_A[(road_A_beginning + numOfCarsA)-30]=plateIn;
            end
		  numOfCarsA = numOfCarsA + 1;
        end
      if(mode == 3'b011)
        begin
          if(road_B_beginning + numOfCarsB < 30 )
            road_B[road_B_beginning + numOfCarsB]=plateIn;
          else
            begin
              road_B[(road_B_beginning + numOfCarsB)-30]=plateIn;
            end
		  numOfCarsB = numOfCarsB + 1;
        end
	end
  always@(*)
		begin
          if(hour==12 & minute ==0 & second == 0 & am_pm==0) 
        begin
            blackListDisplay=0;
          black_list_end=0;
          j=0;
          for(i=0;i<30;i=i+1) 
			begin
              blackList[i]=5'd0;
			end
        end
        end
	always @(posedge clk)
	begin      
      if(mode != 3'b1xx)
        begin
          if(second==6'd59)
          begin
          second=0;
            if(minute ==6'd59)
              begin
                minute = 0;
                if (hour==4'd11)
                  begin
                    hour=4'd12;
                    am_pm = ~am_pm;
                  end
                else if(hour == 4'd12)
                  begin
                    hour=1;
                  end
                else
                  hour = hour+1;
              end
            else
              minute = minute+1;
          end
        else
          begin
          second = second + 1;
          end
       		remainingTime=remainingTime-1;
        end
      else
    	    begin
              blackListDisplay=blackList[j];
              if(j+1==black_list_end)
                  	j=0;
                else if(j+1<black_list_end)
                    j=j+1;
       		 end
      if((4'd9 > hour & hour>= 4'd7 & am_pm==0)|(4'd7 > hour & hour>= 4'd5 & am_pm==1))
        begin
      rushHourWarning=1;
        end
      else
      rushHourWarning=0;
      if(swic==1)
        begin 
          if(prevA==1)
            begin
            remainingTime=nextDurA;
            greenForB=1;
            greenForA=0;
            prevA=0;
            end
          else if(prevA==0)
            begin
            remainingTime=nextDurB;
            greenForB=0;
            greenForA=1;
            prevA=1;              
            end
           swic=0;  
        end
      if(remainingTime==0)
        begin
          swic=1;
          greenForA=0;
          greenForB=0;
          if(rushHourWarning==0)
            begin
              if(prevA==1)
                begin
                  if(numOfCarsB>=0 & 10>=numOfCarsB)
                    begin
                      nextDurB=nextDurB+5;
                    end
                  else if(numOfCarsB>=20)
                    begin
                      nextDurB=nextDurB+5;
                    end
                  if(nextDurB<50)
                    nextDurB=50;
                  if(nextDurB>80)
                    nextDurB=80;
                end
              else if(prevA==0)
                begin
                  if(numOfCarsA>=0 & 10>=numOfCarsA)
                    begin
                      nextDurA=nextDurA+5;
                    end
                  else if(numOfCarsA>=20)
                    begin
                      nextDurA=nextDurA-5;
                    end 
                  if(nextDurA<40)
                    nextDurA=40;
                  if(nextDurA>70)
                    nextDurA=70;
                end
            end
          else if (rushHourWarning==1)
            begin
              if(prevA==1)
                begin
                  if(numOfCarsB>=0 & 10>=numOfCarsB)
                    begin
                      nextDurB=nextDurB+5;
                    end
                  else if(numOfCarsB>=20)
                    begin
                      nextDurB=nextDurB-5;
                    end
                  if(nextDurB<40)
                    nextDurB=40;
                  if(nextDurB>70)
                    nextDurB=70;
                end
              else if(prevA==0)
                begin
                  if(numOfCarsA>=0 & 10>=numOfCarsA)
                    begin
                      nextDurA=nextDurA+5;
                    end
                  else if(numOfCarsA>=20)
                    begin
                      nextDurA=nextDurA-5;
                    end 
                  if(nextDurA<30)
                    nextDurA=30;
                  if(nextDurA>60)
                    nextDurA=60;
                end           
            end
        end
	end
endmodule
```

## flow/run.sh

```bash
#!/bin/bash
# OpenROAD 26Q1-2900-gdf79404cd8, Yosys 0.63+post, stock flow scripts
make -C /OpenROAD-flow-scripts/flow DESIGN_CONFIG=/design/flow/config.mk WORK_HOME=/design/flow/orfs finish
```

==> results.py <==
# Metrics from the implementation run
metrics = {
    "worst_setup_path": {
        "cp.required_ps": 2630,
        "crit_end": "nextDurB[26]",
        "startpoint_type": "flip-flop",
        "r2r_end": "nextDurB[26]",
        "worst-setup-path-type": "reg2reg",
        "cp_max_fo": 6,
        "crit_start": "nextDurB[10]",
        "cp_data_arrival_time_ps": 4640,
        "rrSetupSlack_ps": -2010,
        "rr_worst_depth": 17,
        "timing.rr.start": "nextDurB[10]",
        "crit_path_end_kind": "flip-flop",
    },
    "drt": {
        "diodes": 0,
        "vias": 11100,
        "route.detailed.drc": 0,
        "ant_nets": 0,
        "dr.pass1.iters": 5,
        "avgViaCountPerCell": 5.86,
        "drtIter0Drc": 827,
        "routedWlPerCell_um": 19.8,
        "totalWireLength_um": 37500,
    },
    "placement": {
        "portBuffers": 40,
        "dp_cells": 1777,
        "place_area_um2": 13100,
        "hpwl_um": 26400,
        "routabilityCongestion": 0.989,
    },
    "synth": {
        "ff_type": "edfxtp_1",
        "yosysSeqAreaShare_pct": 30.9,
        "yosys.area.top_type": "edfxtp_1",
        "ys_warn_count": 114,
        "ys_types": 91,
        "synth.avg_cell_area_um2": 8.33,
        "netlist_top_cells_count": "nor2_1 (127), edfxtp_1 (77), nand2_1 (67), nand3_1 (53), xor2_1 (52)",
        "most_common_cell": "nor2_1",
        "synth_cells": 1110,
        "yosysChipArea_um2": 9240,
        "edf_count": 77,
        "synth_flops": 104,
        "async_flop_share_pct": 0,
        "syn_area_um2": 9240,
        "top_cells_by_area": "edfxtp_1 (25%), dfxtp_1 (5.8%), nor2_1 (5.2%)",
        "ys_cells": 1110,
        "yosysTopAreaCellShare_pct": 25.0,
    },
    "timing": {
        "fin_hold_ws_ps": 554,
        "report.final.hold_viol_count": 0,
        "setup_viol": 129,
        "setup_ws_ps": -2010,
        "max_slew_margin_pct": 59.8,
        "tightest_slew_ps": 599,
        "fin_worst_skew_ps": 12.3,
        "rsz0062_at_grt": "true",
        "slew_viol_final": 0,
    },
    "power_and_ir_drop": {
        "clock_power_share_pct": 23.1,
        "irDropWorstVdd_mv": 0.554,
        "finalPower_mw": 7.66,
        "combPwrFrac_pct": 49.3,
        "switching_share_pct": 37.7,
        "powerDensity_nw_per_um2": 501,
        "p_sw_mw": 2.88,
        "seqPwrFrac_pct": 27.7,
        "internal-power_mw": 4.78,
        "p_leak_nw": 6.12,
    },
    "grt": {
        "grt-ovfl-total": 0,
        "grt_usage_pct": 32.1,
        "antenna_found_initial": 0,
        "grt_pass1_vias": 10400,
        "grt_max_degree": 20,
        "grt_pass1_wl_um": 57200,
    },
    "cells_and_area": {
        "stdcell_area_um2": 15300,
        "finish.utilization_pct": 67.5,
        "drive_above_1_share_pct": 45.0,
        "stdcell_count": 1890,
        "num-fill-cells": 1711,
        "area_delta_synth_final_pct": 65.3,
    },
    "floorplan": {
        "initCoreUtil_pct": 40.8,
        "ioPinCount": 52,
        "dieWidth_um": 154,
        "rows": 55,
        "die_h_um": 154,
        "chipArea_um2": 23700,
        "coreArea_um2": 22600,
    },
    "outcome": {
        "violations": "negative setup slack",
        "status": "complete, but fails checks",
    },
    "clock_tree": {
        "tritoncts": "done",
        "clk_pin_slew_worst_paths_ps": 80,
        "cts.sinks": 104,
    },
    "run": {
        "maxCapViolations": 0,
        "log.warning_count": 41,
    },
    "worst_hold_path": {
        "hold_class": "reg2reg",
    },
}
-- metal layers --
layer / wire length [um] / part of all wire (%) / GRT usage (%)
met5: 0 / 0 / 0
met4: 1080 / 2.9 / 7.43
met3: 3690 / 9.8 / 9.24
met1: 17000 / 45 / 49.3
met2: 15800 / 42 / 45.8
-- repair_timing --
action	4_1_cts	5_1_grt
gates resized	110	101
setup buffers	66	24
setup endpoints to repair	131	133
pin swaps	59	51
cloned	8	2
hold buffers	0	0
-- power groups by stage --
stage	Combinational [mW]	Clock, mW	Sequential (mW)
CTS	3.51	1.80	2.11
global route	4.03	1.87	2.14
finish	3.77	1.77	2.12
-- registers in the layout, summed over array words and instances (netlist names), named ones only --
| register | count |
|---|---|
| remainingTime | 7 |
| rushHourWarning | 1 |
| swic | 1 |
| hour | 4 |
| second | 6 |
| greenForB | 1 |
| nextDurA | 32 |
| numOfCarsA | 5 |
| minute | 6 |
| greenForA | 1 |
| am_pm | 1 |
| prevA | 1 |
| nextDurB | 32 |
| numOfCarsB | 5 |
-- cell usage in the layout (no fill, tap or decap), types with 15 or more instances in the layout --
master,Yosys,final
inv_1,27,21
nand3_1,53,48
a21oi_1,48,41
o21ai_0,36,25
and3_1,17,15
buf_6,4,22
nand4_1,31,31
clkdlybuf4s50_1,0,39
nor3_1,49,42
nor2b_1,17,15
and2_1,16,15
buf_4,9,459
nor2_1,127,106
and4_1,19,17
nor2_2,0,16
xor2_1,52,49
nand2_1,67,62
edfxtp_1,77,77
or3_1,15,15
xnor2_1,41,39
dfxtp_1,27,22
a31oi_1,18,16
-- how the worst min path moves through the flow --
stage	start	endpoint	cells after the start
after CTS	am_pm	am_pm	1
final	am_pm	am_pm	1
after global routing	am_pm	am_pm	1
-- through the flow --
step	worst slack (ps)	setup TNS, ps
finish	-2010	-128030
global route	-2140	-144150
CTS	-1870	-122960
detailed placement	-2140	-188190
global placement	-2120	-186250
floorplan	-1780	-124120
-- final cells by class --
class / count / area [um^2] / share of cell area, %
multi-input combinational: 909 / 7020 / 45.9
clock inverter: 7 / 77.6 / 0.508
clock buffer: 13 / 314 / 2.06
tap: 285 / 357 / 2.33
sequential: 104 / 2860 / 18.7
timing repair buffer: 543 / 4530 / 29.7
inverter: 29 / 121 / 0.794
-- kinds of logic (layout without fill, tap and decap cells) --
| kind of cell | Yosys count | count (layout) | synth area share (%) |
|---|---|---|---|
| AND/OR/NAND/NOR | 517 | 518 | 31.3 |
| multiplexers | 17 | 17 | 1.96 |
| XOR/XNOR | 93 | 93 | 8.81 |
| buffers and inverters | 105 | 592 | 5.20 |
| adder cells (fa/ha/maj) | 21 | 21 | 2.84 |
| other | 1 | 5 | 0.0406 |
| AND-OR/OR-AND | 252 | 255 | 19.0 |
| flip-flops | 104 | 104 | 30.9 |
-- critical path, cell delays in order (launching register included) --
cell and delay [ps]:
edfxtp_1 500, or4_4 630, or4_4 450, o32ai_4 130
xor2_1 120, nor2_1 150, nand3_1 110, or4b_4 570
nor2_4 120, ha_4 210, a21oi_2 110, o21ai_1 100
a31oi_1 200, nand3_1 120, a41oi_2 280, o21ai_4 150
buf_4 150, a31o_1 160
Power is estimated from default activity; no workload was simulated.
